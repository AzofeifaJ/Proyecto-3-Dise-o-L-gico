--- flow/design.v ---
module subsistemaLectura (reloj, reinicio, operandoEntradaA, operandoEntradaB, iniciarMultiplicacion, operandoSalidaA, operandoSalidaB, ledOperandoA, ledOperandoB, banderaValida);
	input reloj;
	input reinicio;
	input[3:0] operandoEntradaA;
	input[3:0] operandoEntradaB;
	input iniciarMultiplicacion;
	output[3:0] operandoSalidaA;
	output[3:0] operandoSalidaB;
	output ledOperandoA;
	output ledOperandoB;
	output banderaValida;
	always @(posedge reloj) begin
		if (reinicio == 1'b0) begin
			if (iniciarMultiplicacion == 1'b1) begin
				operandoSalidaA = operandoEntradaA;
				operandoSalidaB = operandoEntradaB;
				ledOperandoA = 1'b0;
				ledOperandoB = 1'b0;
				banderaValida = 1'b1;
			end
			else begin
				operandoSalidaA = 4'b0000;
				operandoSalidaB = 4'b0000;
				ledOperandoA = 1'b1;
				ledOperandoB = 1'b1;
				banderaValida = 1'b0;
			end
		end
		else begin
			operandoSalidaA = 4'b0000;
			operandoSalidaB = 4'b0000;
			ledOperandoA = 1'b1;
			ledOperandoB = 1'b1;
			banderaValida = 1'b0;
		end
	end
endmodule 
--- flow/run.sh ---
#!/bin/bash
# OpenROAD 26Q1-2900-gdf79404cd8, Yosys 0.63+post, stock flow scripts
make -C /OpenROAD-flow-scripts/flow DESIGN_CONFIG=/design/flow/config.mk WORK_HOME=/design/flow/orfs finish
--- flow/config.mk ---
export PLATFORM = sky130hd
export DESIGN_NAME = subsistemaLectura
export DESIGN_NICKNAME = subsistemaLectura
export VERILOG_FILES = /design/flow/design.v
export SDC_FILE = /design/flow/constraint.sdc
export NUM_CORES = 4
export LEC_CHECK = 1
export CORE_AREA = 10 10 70 70
export DIE_AREA = 0 0 80 80
--- flow/constraint.sdc ---
current_design subsistemaLectura

set clk_period 1.0
set clk_io_pct 0.2

create_clock -name clk0 -period $clk_period [get_ports {reloj}]

set non_clock_inputs [all_inputs -no_clocks]
set_input_delay [expr $clk_period * $clk_io_pct] -clock clk0 $non_clock_inputs
set_output_delay [expr $clk_period * $clk_io_pct] -clock clk0 [all_outputs]
==> results.txt <==
The synthesis and PnR run went through. The first global-routing pass estimated 1.200 mm of wire. Internal power landed at 703.1 uW. Area occupied by multi-input gates landed at 82.58 um^2. Number of standard cells reported by yosys landed at 21. Post-synth the commonest register cell is sky130_fd_sc_hd__dfxtp_1.

The violation tally recorded at the end of detailed-routing iteration 0 is 6. Fraction of the core area occupied by cells at floorplan landed at 8.498%. Via count of the first global-routing pass landed at 239. For the final routed database, the setup TNS stands at 0 ns.

The routed layout reports a DRC error count of 0. Per the run report, area growth between synthesis and finish was 103.4%. After synthesis, the mean cell area works out to 13.82 um^2.

Synthesized-area fraction occupied by ao, oa, aoi and oai cells landed at 0%. Delay of the slowest critical-path stage landed at 0.32 ns. Per the layout area report, the register area comes to 203.9 um^2. The initial antenna violation count came to 0. Synthesis handed over a netlist of 21 instances. Grouping stages by cell kind, the critical path spends the most delay in flip-flops. Power density over the cells landed at 1441 nW/um^2. The synthesis report lists the Yosys warning total as 16. Maximum number of pins on one net before global-route repair landed at 11. Switching share of power landed at 17.40%.

Maximum count of clock buffers along a single path landed at 2. Clock network power share landed at 40.7%. OpenSTA lists the critical path startpoint as operandoSalidaB[3]$_SDFF_PP0_. Across all checked pins, the minimum headroom to the slew limit is 82.80%. By count the netlist is led by sky130_fd_sc_hd__dfxtp_1 (10), sky130_fd_sc_hd__and3b_1 (8), sky130_fd_sc_hd__buf_4 (1), sky130_fd_sc_hd__nand2b_1 (1), sky130_fd_sc_hd__nor2b_1 (1).

TritonRoute output was used to compute an average wire per cell of 9.407 um. In this build the clock could be raised as far as 1056 MHz. After Yosys synthesis, and, or, nand and nor cells account for 28.45% of the synthesized area.

The synthesized design devotes to its leading area cell type 68.97% of total area. The report puts the hold buffer count at CTS at 0. 22 I/O pins were placed.

Worst hold slack across all endpoints landed at 0.5276 ns. Post-route total power landed at 851.3 uW. The worst setup path is captured at an output pin. Number of different library cells in the post-synthesis netlist landed at 5. Worst ir drop on vdd landed at 0.0002987 V.

STA classifies the critical path startpoint as a flip-flop. After clock tree synthesis, the clock-pin slew on the worst setup and hold paths is 0.06 ns. In the routed layout, each cell is associated on average with a via count of 2.549. The critical path in this run is classified as reg2out. Total net switching power landed at 148.1 uW.

For reference, the top cells by area after synthesis are sky130_fd_sc_hd__dfxtp_1 (69%), sky130_fd_sc_hd__and3b_1 (24%), sky130_fd_sc_hd__buf_4 (2.6%), sky130_fd_sc_hd__nand2b_1 (2.2%), sky130_fd_sc_hd__nor2b_1 (2.2%). Looking at area per cell type in the netlist, the leader is sky130_fd_sc_hd__dfxtp_1. The first detailed-routing pass took 2 iterations.

The count of cells in the finished layout, fillers not included, comes to 91. Chip area landed at 6400 um^2. Logic gate share of total power landed at 9.9%.

Per the CTS log, the root buffer master is sky130_fd_sc_hd__clkbuf_4. Looking at the gate-level netlist, the highest instance count belongs to sky130_fd_sc_hd__dfxtp_1. Hold-check failures listed in the final report amount to 0. Number of I/O port buffers landed at 21. The data required time reported for the critical path is 0.80 ns.

After filler insertion, the fill cell instance count of the layout stands at 381. The vertical die dimension reported for this design is 80 um. Number of antenna diodes landed at 0. Buffer and inverter count on the worst path landed at 1. Number of cells after detailed placement landed at 87. Cells with a size suffix above 1 make up 15.56% of the layout. Post-detailed-route count of antenna-violating nets landed at 0. The cell-mix breakdown from Yosys lists the XOR/XNOR area share as 0%. The post-route utilization of the core is recorded as 17.29%.

Synthesized area landed at 290.3 um^2. The final layout contains routed wiring with a total length of 856 um. The script extracted a total leakage power of 0.2542 nW.

Yosys reports a chip area of 290.3 um^2. Setup repair after global routing left no endpoint under its margin. Flip-flop and latch count after synthesis landed at 10. Combined global-route utilization of all metal layers landed at 2.328%. Of the combinational cells, the family taking the most area is simple AND/OR/NAND/NOR gates.

Worst path arrival time landed at 0.75 ns. Number of warnings the tools reported landed at 26. The final weighted congestion recorded by global placement is 0.7092. For reference, full adder, half adder and majority cells occupy 0% of the area reported after synthesis. The die is 80 um wide. Number of enable-type register cells in the synthesized netlist landed at 0. TritonCTS built the clock tree. The report lists the number of standard-cell rows as 21. The worst hold path begins at operandoEntradaB[1].

The flow ran to the end, and the final reports show no timing, DRC or antenna violations. Listed in order, past its start point the critical path passes clkdlybuf4s15_1. Clock buffer count from CTS landed at 3. Max-slew violation count landed at 0. From the final report, the count of setup violators was given as 0.

For this block, the via count after detailed routing is 232. Looking at the max-slew report, the worst-margin pin has a slew of 0.2572 ns. The most critical min-delay path falls under in2reg. Proportion of register bits with asynchronous set or reset after synthesis landed at 0%. Post-route clock period utilization landed at 94.74%. Looking at the critical path, the single cell with the biggest stage delay is sky130_fd_sc_hd__dfxtp_1. Core region area landed at 3416 um^2. Number of sinks driven by the clock tree landed at 10. Largest driver fanout on the critical path landed at 1. After global routing the overflow that remains totals 0. Minimum clock period after layout landed at 0.9474 ns. Share of power burned in registers landed at 49.4%. Portion of netlist area occupied by mux cells landed at 0%. H-tree depth landed at 1.

Number of violations of the max-capacitance limit landed at 0. Sequential-to-total area share from yosys stat landed at 68.97%.
-- repair_timing --
action / in CTS / in global routing
gates resized: 17 / 8
setup endpoints to repair: 11 / 6
pin swaps: 0 / 0
buffers inserted: 0 / 0
-- final cells by class --
type / count / share of cell area (%)
Clock buffer: 4 / 6.144
Multi-Input combinational cell: 10 / 13.98
Sequential cell: 10 / 34.53
Tap cell: 46 / 9.746
Timing Repair Buffer: 21 / 35.59
-- state kept, by name, summed over array words and instances (netlist names) --
name and count:
banderaValida 1, ledOperandoA 1, operandoSalidaA 4, operandoSalidaB 4
-- path summary, 6_finish.rpt --
kind / endpoint / slack (ns) / depth (start not counted)
min: operandoSalidaB[1]$_SDFF_PP0_ / 0.53 / 2
max: operandoSalidaB[3] / 0.05 / 1
-- kinds of logic after synthesis --
family                 after synthesis
buffers and inverters                1
DFF                                 10
and+or+nand+nor                     10
-- power groups by stage --
| stage | clock (mW) | sequential (mW) | combinational (mW) |
|---|---|---|---|
| global route | 0.376 | 0.422 | 0.0929 |
| finish | 0.346 | 0.421 | 0.0840 |
| CTS | 0.361 | 0.420 | 0.0844 |
-- through the flow --
| step | setup WS [ns] | area, um^2 |
|---|---|---|
| 2_1_floorplan | 0.4202 | 290.3 |
| 3_3_place_gp | -0.1271 | 550.5 |
| 3_5_place_dp | -0.1449 | 550.5 |
| 4_1_cts | -0.01818 | 580.6 |
| 5_1_grt | 0.02042 | 590.6 |
| 6_report | 0.05258 | 590.6 |
-- layer usage --
layer  GRT usage (%)  vias to the layer above  wire length [um]
met3           1.477                        2               122
met4          0.8803                        0                23
li1                -                      120                 -
met1           2.431                       98               288
met5               0                        -                 0
met2           3.692                       12               422
-- cell usage in the layout, fill, tap and decap left out --
master                             n
sky130_fd_sc_hd__clkbuf_4          3
sky130_fd_sc_hd__nand2b_1          1
sky130_fd_sc_hd__clkdlybuf4s15_1  11
sky130_fd_sc_hd__and3b_1           8
sky130_fd_sc_hd__dfxtp_2           3
sky130_fd_sc_hd__dfxtp_1           7
sky130_fd_sc_hd__clkbuf_8          1
sky130_fd_sc_hd__nor2b_1           1
sky130_fd_sc_hd__clkdlybuf4s50_1  10
No activity file was given, so power comes from the tool's default toggle rates.
